==> flow/run.sh <==
#!/bin/bash
# OpenROAD 26Q1-2900-gdf79404cd8, Yosys 0.63+post, stock flow scripts
make -C /OpenROAD-flow-scripts/flow DESIGN_CONFIG=/design/flow/config.mk WORK_HOME=/design/flow/orfs finish
==> flow/config.mk <==
export PLATFORM = sky130hd
export DESIGN_NAME = debounce_new
export DESIGN_NICKNAME = debounce_new
export VERILOG_FILES = /design/flow/design.v
export SDC_FILE = /design/flow/constraint.sdc
export NUM_CORES = 4
export LEC_CHECK = 1
export CORE_AREA = 10 10 80 80
export DIE_AREA = 0 0 90 90
==> flow/constraint.sdc <==
current_design debounce_new

set clk_period 3.1
set clk_io_pct 0.2

create_clock -name clk0 -period $clk_period [get_ports {clock}]

set non_clock_inputs [all_inputs -no_clocks]
set_input_delay [expr $clk_period * $clk_io_pct] -clock clk0 $non_clock_inputs
set_output_delay [expr $clk_period * $clk_io_pct] -clock clk0 [all_outputs]
==> flow/design.v <==
`timescale 1ns / 1ps
module debounce_new #(parameter DELAY=500000)    
	        (input reset, clock, noisy,
	         output reg clean);
   reg [18:0] count;
   reg new;
   always @(posedge clock)
     if (reset)
       begin
	  count <= 0;
	  new <= noisy;
	  clean <= noisy;
       end
     else if (noisy != new)
       begin
	  new <= noisy;
	  count <= 0;
       end
     else if (count == DELAY)
       clean <= new;
     else
       count <= count+1;
endmodule
==> impl_metrics.xml <==
<?xml version="1.0" encoding="UTF-8"?>
<metrics>
  <group name="grt">
    <metric name="use_met2" unit="%">7.51</metric>
    <metric name="gr-usage-met3" unit="%">1.51</metric>
    <metric name="gr-usage-all-layers" unit="%">4.69</metric>
    <metric name="grt_pass1_wl" unit="um">3330</metric>
    <metric name="number_of_global_route_vias_before_repair" unit="">755</metric>
    <metric name="top_usage_layer" unit="">met2</metric>
    <metric name="grt_overflow_total" unit="">0</metric>
    <metric name="use_met1" unit="%">6.41</metric>
    <metric name="largest_net_degree_at_the_start_of_global_routing" unit="">14</metric>
    <metric name="grt_antenna_before_repair" unit="">0</metric>
  </group>
  <group name="flow_run">
    <metric name="timing.max_cap.violations" unit="">0</metric>
    <metric name="tool_warnings" unit="">26</metric>
  </group>
  <group name="drt">
    <metric name="insertedDiodeCount" unit="">0</metric>
    <metric name="detailedRoute.firstPassIterationCount" unit="">4</metric>
    <metric name="drt_iter0_drc" unit="">66</metric>
    <metric name="final_antenna_net_count" unit="">0</metric>
    <metric name="route.detailed.vias_per_inst" unit="">4.16</metric>
    <metric name="post_drt_wl_per_cell" unit="um">9.71</metric>
    <metric name="drt_wl_total" unit="um">1840</metric>
    <metric name="post-route-drc-count" unit="">0</metric>
    <metric name="via_count" unit="">787</metric>
  </group>
  <group name="final_layout">
    <metric name="mostFrequentLayoutCell" unit="">sky130_fd_sc_hd__dfxtp_1</metric>
    <metric name="fillers" unit="">493</metric>
    <metric name="areaGrowthSynthToFinish" unit="%">15.4</metric>
    <metric name="final_layout_top_logic_cells" unit="">sky130_fd_sc_hd__dfxtp_1, sky130_fd_sc_hd__nor2_1, sky130_fd_sc_hd__inv_1</metric>
    <metric name="post_route_cells_drive_above_1_share" unit="%">6.56</metric>
  </group>
  <group name="place">
    <metric name="detailed_placer_s_ending_hpwl" unit="um">1350</metric>
    <metric name="port-buffer-count" unit="">3</metric>
    <metric name="gp_congestion" unit="">0.775</metric>
  </group>
  <group name="final_timing">
    <metric name="totalNegativeSetupSlack" unit="ns">0</metric>
    <metric name="max_freq" unit="GHz">0.494</metric>
    <metric name="max_slew.worst_pin.slew" unit="ns">0.530</metric>
    <metric name="worst_clock_skew" unit="ns">0.00169</metric>
    <metric name="setup_violations" unit="">0</metric>
    <metric name="timing_hold_violations_final" unit="">0</metric>
    <metric name="post-route-period-util" unit="%">65.3</metric>
    <metric name="layout_min_cycle_time" unit="ns">2.03</metric>
    <metric name="grt_setup_unrepaired" unit="">false</metric>
    <metric name="report.final.slew_viol_count" unit="">0</metric>
    <metric name="max_slew_headroom_at_the_worst_pin" unit="%">64.3</metric>
  </group>
  <group name="power">
    <metric name="leakagePower" unit="nW">0.353</metric>
    <metric name="total_power" unit="uW">487</metric>
    <metric name="cellPowerDensity" unit="nW/um2">410</metric>
    <metric name="irDropWorstVdd" unit="mV">0.237</metric>
  </group>
  <group name="critical_path">
    <metric name="crit_arrival" unit="ns">2.19</metric>
    <metric name="ff_to_ff_setup_slack" unit="ns">1.20</metric>
    <metric name="slowest_stage" unit="">sky130_fd_sc_hd__clkdlybuf4s50_1</metric>
    <metric name="timing.critical_path.fanout_max" unit="">13</metric>
    <metric name="r2r_cell_count" unit="">5</metric>
    <metric name="worst-endpoint-required" unit="ns">3.26</metric>
    <metric name="crit_family" unit="">buffers and inverters</metric>
    <metric name="critPathMaxStageDelay" unit="ns">0.45</metric>
    <metric name="setup.worst_path.start_class" unit="">input pin</metric>
    <metric name="worstSetupEndpointType" unit="">flip-flop</metric>
    <metric name="critPathBufInv" unit="">3</metric>
    <metric name="critical_path_class" unit="">in -&gt; reg</metric>
    <metric name="worstReg2RegStart" unit="">count[0]$_SDFFE_PP0P_</metric>
    <metric name="sequence_of_cells_on_the_critical_path" unit="">clkdlybuf4s50_1 -&gt; xor2_1 -&gt; nor2_1 -&gt; inv_1 -&gt; buf_4 -&gt; o41ai_1</metric>
    <metric name="critical_path.reg2reg.endpoint" unit="">count[16]$_SDFFE_PP0P_</metric>
  </group>
  <group name="hold_path">
    <metric name="hold_path_end" unit="">count[18]$_SDFFE_PP0P_</metric>
    <metric name="hold_path_depth" unit="">2</metric>
    <metric name="worst_hold_startpoint" unit="">count[18]$_SDFFE_PP0P_</metric>
    <metric name="hp-class" unit="">reg -&gt; reg</metric>
  </group>
  <group name="die">
    <metric name="die_width" unit="um">90</metric>
    <metric name="pin_count" unit="">4</metric>
    <metric name="chip_area" unit="um2">8100</metric>
    <metric name="fp.dieH" unit="um">90</metric>
    <metric name="core-area" unit="um2">4720</metric>
    <metric name="fp-utilization" unit="%">21.8</metric>
    <metric name="std_cell_rows" unit="">25</metric>
  </group>
  <group name="clocking">
    <metric name="clock_sink_count" unit="">21</metric>
    <metric name="tritoncts.num_buffers" unit="">3</metric>
    <metric name="worstSkewPairLatency" unit="ns">0.25</metric>
    <metric name="postCtsSetupRepairBufs" unit="">0</metric>
    <metric name="cts_hold_repair.buffers" unit="">0</metric>
    <metric name="postCtsResizedCells" unit="">0</metric>
    <metric name="tritoncts" unit="">built</metric>
    <metric name="cts.root.buffer_cell" unit="">sky130_fd_sc_hd__clkbuf_8</metric>
    <metric name="clk_transition_reported_paths" unit="ns">0.07</metric>
    <metric name="clock_tree_buffer_depth" unit="">2</metric>
    <metric name="cts-htree-levels" unit="">1</metric>
  </group>
  <group name="logic_synthesis">
    <metric name="postSynthCellCount" unit="">116</metric>
    <metric name="largest_area_cell" unit="">sky130_fd_sc_hd__dfxtp_1</metric>
    <metric name="yosys-top-cells-area" unit="">sky130_fd_sc_hd__dfxtp_1, sky130_fd_sc_hd__xor2_1, sky130_fd_sc_hd__edfxtp_1</metric>
    <metric name="post_synth_num_cell_types" unit="">31</metric>
    <metric name="synth.yosys.seq_area_share" unit="%">42.8</metric>
    <metric name="numSynthFlops" unit="">21</metric>
    <metric name="synth_stat.cells" unit="">116</metric>
    <metric name="ys.warnings.count" unit="">1</metric>
    <metric name="synth_chip_area" unit="um2">1030</metric>
    <metric name="syn_avg_cell_area" unit="um2">8.88</metric>
    <metric name="yosysTopAreaCellShare" unit="%">36.9</metric>
    <metric name="post_synth_instance_area" unit="um2">1030</metric>
  </group>
  <group name="outcome">
    <metric name="run_status" unit="">finished clean</metric>
  </group>
</metrics>
-- how the worst max path moves through the flow --
stage     startpoint               endpoint  slack (ns)  depth (start not counted)
4_1_cts        noisy  count[1]$_SDFFE_PP0P_        1.06                          6
5_1_grt        noisy  count[1]$_SDFFE_PP0P_        0.98                          6
6_report       noisy  count[1]$_SDFFE_PP0P_        1.07                          6
-- power by group --
part           switching (mW)  total (mW)  internal (mW)
sequential            0.00339       0.282          0.279
combinational          0.0168      0.0298         0.0130
clock                  0.0835       0.175         0.0914
-- state kept, by name, indices dropped and copies added, names as in the netlist --
| signal | flops |
|---|---|
| new | 1 |
| clean | 1 |
| count | 19 |
-- Yosys cell counts --
cell type,instances
sky130_fd_sc_hd__nor2_1,11
sky130_fd_sc_hd__and3_1,3
sky130_fd_sc_hd__nor4b_1,2
sky130_fd_sc_hd__edfxtp_1,2
sky130_fd_sc_hd__dfxtp_1,19
sky130_fd_sc_hd__o41ai_1,1
sky130_fd_sc_hd__or4b_4,1
sky130_fd_sc_hd__ha_1,2
sky130_fd_sc_hd__xor2_1,7
sky130_fd_sc_hd__nor3_1,2
sky130_fd_sc_hd__o21ai_0,5
sky130_fd_sc_hd__nand4_2,1
sky130_fd_sc_hd__a211oi_1,2
sky130_fd_sc_hd__nor4bb_1,1
sky130_fd_sc_hd__inv_1,8
sky130_fd_sc_hd__xnor2_1,4
sky130_fd_sc_hd__nand2b_1,2
sky130_fd_sc_hd__o211ai_1,2
sky130_fd_sc_hd__nand3_1,7
sky130_fd_sc_hd__mux2_2,1
sky130_fd_sc_hd__or3_1,7
sky130_fd_sc_hd__nand2_1,5
sky130_fd_sc_hd__nand4_1,4
sky130_fd_sc_hd__clkbuf_1,2
sky130_fd_sc_hd__a21oi_1,7
sky130_fd_sc_hd__nor4_1,2
sky130_fd_sc_hd__nor3b_1,1
sky130_fd_sc_hd__or2b_1,1
sky130_fd_sc_hd__or4b_1,1
sky130_fd_sc_hd__o31ai_1,2
sky130_fd_sc_hd__a31o_2,1
-- kinds of logic (layout without fill, tap and decap cells) --
| family | after synthesis | count (layout) | synth area share (%) |
|---|---|---|---|
| and+or+nand+nor | 51 | 51 | 28.8 |
| xor gates and xnor gates | 11 | 11 | 9.36 |
| AOI/OAI and AO/OA | 20 | 20 | 11.9 |
| adders and majority gates | 2 | 2 | 2.43 |
| muxes | 1 | 1 | 1.09 |
| DFF | 21 | 21 | 42.8 |
| buffers and inverters | 10 | 16 | 3.65 |
-- tightest hold or removal path: cells and delay by family (launching register included) --
family	cells	cell delay [ns]
compound gates	2	0.13
flops	1	0.33
-- through the flow --
stage / setup slack [ns] / instance area, um2 / util (%) / hold WS [ns] / std cells
6_report: 1.07 / 1190 / 25.2 / 0.499 / 189
5_1_grt: 0.978 / 1190 / 25.2 / 0.552 / 189
4_1_cts: 1.06 / 1190 / 25.2 / 0.501 / 189
3_5_place_dp: 0.784 / 1140 / 24.2 / 0.490 / 185
3_3_place_gp: 0.822 / 1140 / 24.2 / 0.485 / 185
2_1_floorplan: 1.25 / 1030 / - / 0.453 / 116
-- layout make-up --
cell class | instances | area, um2 | area share [%]
inverters | 8 | 30.0 | 2.53
well taps | 67 | 83.8 | 7.05
multi-input cells | 85 | 552 | 46.4
flip-flops and latches | 21 | 440 | 37.1
clock buffers | 4 | 45.0 | 3.79
repair buffers | 4 | 37.5 | 3.16
-- per-layer routing --
layer | vias up | share of wire (%) | routed length (um)
met4 | 0 | 0.22 | 4
met3 | 2 | 4.1 | 75
met1 | 343 | 54 | 989
li1 | 433 | - | -
met5 | - | 0 | 0
met2 | 9 | 42 | 765
No activity file was given, so power comes from the tool's default toggle rates.
