<file path="flow/run.sh">
#!/bin/bash
# OpenROAD 26Q1-2900-gdf79404cd8, Yosys 0.63+post, stock flow scripts
make -C /OpenROAD-flow-scripts/flow DESIGN_CONFIG=/design/flow/config.mk WORK_HOME=/design/flow/orfs finish
</file>
<file path="flow/config.mk">
export PLATFORM = sky130hd
export DESIGN_NAME = clock_div
export DESIGN_NICKNAME = clock_div
export VERILOG_FILES = /design/flow/design.v
export SDC_FILE = /design/flow/constraint.sdc
export NUM_CORES = 4
export LEC_CHECK = 1
export CORE_AREA = 10 10 102 102
export DIE_AREA = 0 0 112 112
</file>
<file path="flow/constraint.sdc">
current_design clock_div

set clk_period 5.4
set clk_io_pct 0.2

create_clock -name clk0 -period $clk_period [get_ports {clock}]

set non_clock_inputs [all_inputs -no_clocks]
set_input_delay [expr $clk_period * $clk_io_pct] -clock clk0 $non_clock_inputs
set_output_delay [expr $clk_period * $clk_io_pct] -clock clk0 [all_outputs]
</file>
<file path="flow/design.v">
module clock_div #(parameter CLOCK_PERIOD=2000000)
    (input reset,
    input clock,
    output reg slow_clock
    );
    reg [27:0] count = 0;
    always @(posedge clock)begin
        if (reset) begin
            count <= 0;
            slow_clock <= 0;
        end else begin
            if (count == CLOCK_PERIOD)begin
                count <= 0;
                slow_clock <= !slow_clock;
            end else begin
                count <= count + 1;
            end
        end
    end
endmodule
</file>
==> qor.csv <==
metric,value,unit
status,"finished, final reports clean",
Buf/Inv on CP,1,
Total GRT Usage,4.74,%
"IR drop worst, VDD",0.0657,mV
share of cells above drive strength 1,8.24,%
Tmin final,2160,ps
CTS Root Cell,clkbuf_8,
chip width,112,um
Crit path largest cell delay,470,ps
RSZ-0062 raised after global routing,false,
Worst Path Max Fanout,3,
Design Power,0.406,mW
most instantiated logic cell after routing,dfxtp_1,
Resize count post-CTS,0,
"Seq share, synth",39.6,%
total wire length,2.99,mm
yosys cell count,168,
Yosys Warn Count,1,
die height,112,um
Setup CP Type,reg -> out,
capture point of the worst reg-to-reg path,count[19]$_SDFF_PP0_,
"Slew Viols, Final",0,
Initial DRC Count,78,
post-DP HPWL,2.06,mm
Worst Clk Skew,3.83,ps
Post-CTS Setup Inserts,0,
Cells after Synth,168,
grt total ovfl,0,
DR WL/cell,10.9,um
nature of the critical path startpoint,flop,
logic area,821,um2
Worst Max-Slew Pin Slew,369,ps
fillers,877,
FP Rows,33,
Max Clk Rate,0.463,GHz
port buffer count,2,
synthesized area per cell,8.72,um2
Pleak,0.495,nW
Syn Std Cell Area,1470,um2
min-delay worst type,reg -> reg,
wire length of the first global-routing pass,5.26,mm
CTS tree,done,
PD cells,244,nW/um2
n_diodes,0,
Critical Path Sink Type,output port,
CP Data Required Time,4320,ps
H-Tree Depth,2,
Routed Antenna Nets,0,
Worst-Skew Late Latency,280,ps
Hold EP,count[0]$_SDFF_PP0_,
# setup viols final,0,
Ports,3,
die area,12500,um2
cells along the critical path,clkdlybuf4s50_1,
number of remaining DRC errors,0,
P&R area growth vs syn,13.4,%
Slew Limit Headroom,75.1,%
antenna violations before repair,0,
FP Util,17.8,%
Yosys Chip Area,1470,um2
"CTS clk-pin slew, worst paths",60,ps
RR Startpoint,count[4]$_SDFF_PP0_,
DRT Pass-1 Iters,4,
vias per inst,4.51,
distinct lib cells,34,
CTS max path bufs,2,
Final Hold Viols,0,
vias in the first global route,1105,
CTS sink count,29,
Final period util,40.0,%
CORE AREA,8220,um2
number of clock buffers inserted by TritonCTS,5,
worst r2r path cells,4,
setup TNS,0,ps
Critical Path AT,1080,ps
MaxCap Viol Count,0,
placer congestion estimate,0.865,
ys flops,29,
fin area,1660,um2
largest net degree at the start of global routing,29,
min-delay src,count[0]$_SDFF_PP0_,
crit-path leading delay family,buffers and inverters,
hold path depth,1,
cts hold-fix bufs,0,
Slowest cell on crit path,clkdlybuf4s50_1,
Worst R2R Setup Slack,3540,ps
vias after detailed routing,1241,
Placed Area,1580,um2
register area,581,um2
most numerous logic cells after layout,"29 x dfxtp_1, 17 x nor2_1, 14 x a21oi_1, 13 x nand4_1",
Log Warnings,26,
[stage by stage]
step | hold slack [ps] | instances | worst slack (ps) | utilization [%]
final | 476 | 275 | 3240 | 20.2
after global routing | 508 | 275 | 3180 | 20.2
after CTS | 483 | 275 | 3230 | 20.2
after detailed placement | 470 | 268 | 3100 | 19.2
after global placement | 459 | 268 | 3110 | 19.2
after floorplan | 437 | 168 | 3660 | -
[cell families after synthesis]
kind of cell | Yosys count | synth area share, %
XOR/XNOR | 12 | 7.17
AND-OR/OR-AND | 31 | 12.2
adder cells (fa/ha/maj) | 2 | 1.71
AND/OR/NAND/NOR | 82 | 34.9
buffers and inverters | 12 | 4.35
flip-flops | 29 | 39.6
[metal layers]
layer | global-route usage, % | share of wire, % | wire (um)
met4 | 0.592 | 1.0 | 30
met5 | 0 | 0 | 0
met3 | 1.63 | 5.6 | 169
met1 | 6.91 | 52 | 1550
met2 | 6.76 | 42 | 1240
[cells in the mapped netlist, drive strengths merged]
library cell / number / area [um2]
dfxtp: 29 / 581
nor2: 17 / 63.8
nand4: 15 / 115
a21oi: 14 / 70.1
nand3: 10 / 50.1
o21ai: 10 / 50.1
or3: 9 / 62.6
xor2: 8 / 70.1
and4: 7 / 61.3
nand2: 5 / 18.8
or4: 5 / 41.3
buf: 4 / 32.5
clkbuf: 4 / 16.3
inv: 4 / 15.0
o31ai: 4 / 30.0
xnor2: 4 / 35.0
nor4: 3 / 18.8
nor4b: 3 / 26.3
and2: 2 / 12.5
ha: 2 / 25.0
nand4b: 2 / 17.5
nor3: 2 / 10.0
and3: 1 / 6.26
nor3b: 1 / 7.51
o21a: 1 / 7.51
o21ba: 1 / 10.0
o21bai: 1 / 11.3
[where the power goes]
group / total [mW] / leakage, nW / internal (mW) / switching [mW]
clock: 0.177 / 0.0443 / 0.101 / 0.0764
combinational: 0.0106 / 0.217 / 0.00445 / 0.00619
sequential: 0.218 / 0.234 / 0.216 / 0.00227
[layout make-up]
class	instances	share of cell area, %
Multi-Input combinational cell	127	49.4
Inverter	4	0.904
Sequential cell	29	34.9
Timing Repair Buffer	3	1.66
Tap cell	105	7.91
Clock buffer	7	5.20
[how the worst max path moves through the flow]
stage,start,end,slack (ps),cells past startpoint
CTS,slow_clock$_SDFFE_PP0N_,slow_clock,3230,1
global route,slow_clock$_SDFFE_PP0N_,slow_clock,3180,1
finish,slow_clock$_SDFFE_PP0N_,slow_clock,3240,1
[flip-flops by register name, indices dropped and copies added (netlist names)]
signal and count:
slow_clock 1, count 28
Power figures rest on the tool's default switching activity, not on a simulated workload.
