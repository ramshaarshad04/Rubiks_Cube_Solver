<file path="flow/design.v">
`timescale 1ns / 1ps
module fpga_to_arduino(
    input [3:0] state,
    output reg right_clockwise,
    output reg right_anticlockwise,
    output reg left_clockwise,
    output reg left_anticlockwise,
    output reg front_clockwise,
    output reg front_anticlockwise,
    output reg back_clockwise,
    output reg back_anticlockwise,
    output reg top_clockwise,
    output reg top_anticlockwise,
    output reg bottom_clockwise,
    output reg bottom_anticlockwise
    );
reg a;
initial begin
a=1'b1;
end
always @(a) begin
if(state == 4'b0010)begin
front_clockwise = 1;
end 
else begin
front_clockwise = 0;
end
if (state == 4'b0000)begin
right_clockwise = 1;
end 
else begin
right_clockwise = 0;
end
if (state == 4'b0001)begin
left_clockwise = 1;
end 
else begin
left_clockwise = 0;
end
if (state == 4'b0011)begin
back_clockwise = 1;
end else begin
back_clockwise = 0;
end
if (state == 4'b0100)begin
top_clockwise = 1;
end else begin
top_clockwise = 0;
end
if (state == 4'b0101)begin
bottom_clockwise = 1;
end else begin
bottom_clockwise = 0;
end
if (state == 4'b1000)begin
right_anticlockwise = 1;
end else begin
right_anticlockwise = 0;
end
if (state == 4'b1001)begin
left_anticlockwise = 1;
end else begin
left_anticlockwise = 0;
end
if (state == 4'b1010)begin
front_anticlockwise = 1;
end else begin
front_anticlockwise = 0;
end
if (state == 4'b1011)begin
back_anticlockwise = 1;
end else begin
back_anticlockwise = 0;
end
if (state == 4'b1100)begin
top_anticlockwise = 1;
end 
else begin
top_anticlockwise = 0;
end
if (state == 4'b1101)begin
bottom_anticlockwise = 1;
end 
else begin
bottom_anticlockwise = 0;
end 
a=0;
end
endmodule
</file>
<file path="flow/run.sh">
#!/bin/bash
# OpenROAD 26Q1-2900-gdf79404cd8, Yosys 0.63+post, stock flow scripts
make -C /OpenROAD-flow-scripts/flow DESIGN_CONFIG=/design/flow/config.mk WORK_HOME=/design/flow/orfs finish
</file>
<file path="flow/config.mk">
export PLATFORM = sky130hd
export DESIGN_NAME = fpga_to_arduino
export DESIGN_NICKNAME = fpga_to_arduino
export VERILOG_FILES = /design/flow/design.v
export SDC_FILE = /design/flow/constraint.sdc
export NUM_CORES = 4
export LEC_CHECK = 1
export CORE_AREA = 10 10 70 70
export DIE_AREA = 0 0 80 80
</file>
<file path="flow/constraint.sdc">
current_design fpga_to_arduino

set clk_period 1.0
set clk_io_pct 0.2

create_clock -name clk0 -period $clk_period

set non_clock_inputs [all_inputs -no_clocks]
set_input_delay [expr $clk_period * $clk_io_pct] -clock clk0 $non_clock_inputs
set_output_delay [expr $clk_period * $clk_io_pct] -clock clk0 [all_outputs]
</file>
==> results.txt <==
run metrics: yosys stat chip area=188.9 µm², distinct lib cells=6, Critical Path AT=930 ps, Rows=21, Ant. Diodes=0, Setup crit end kind=output pin, Yosys top cell by area=and4bb_2, vias in the first global route=286, NetSw=0.00006610 W, Die Area=6400 µm², # Cells Yosys=16, Peak Freq=886.6 MHz, max cap viols=0, Seq/Total Area, Yosys=0%, # DRC=0, post-synth design cell area=188.9 µm², startpoint types=input port, combinational power share=100.0%, top-count cell post-synth=and4bb_2, Final Worst Setup Slack=-127.9 ps, most used cell, CP=buf_8, core area=3416 µm², final hold vios=0, Cell Int Power=0.0001153 W, Final ANT Viol Nets=0, Commonest cells post-synth=and4bb_2 (5), nor4b_2 (4), buf_4 (3), relative slew slack=87.90%, max-slew violation count=0, power per cell area=325.8 nW/µm², sequential cell count=0, fp_density=5.531%, Pre-antenna DRT Iters=3, Synth Instances=16, Peak VDD IR=0.1821 mV, Die X=80 µm, crit path DRT=800 ps, die y size=80 µm, Final Setup Violations=11, placer congestion estimate=0.6271, Crit-path slowest cell=nor4b_4, Setup CP Type=in2out, first-pass GRT wire length=1.635 mm, Leakage=0.2579 nW, vias per inst=2.835, Synth Warn #=1, Port Buffers=16, Worst Hold Class=in2out, number of OpenROAD warnings=34, setup_tns=-950.9 ps, Filler cells=401, total wire length=1.012 mm, Switching Share=36.44%, Power, Total=0.0001814 W, FF/Latch Area=0 µm², status=finished with violations, cycle use final=112.8%, clock share of power=0%, Cell Chain, Critical Path=buf_8, buf_6, buf_8, nor4b_4, buf_2, WL/cell=11.12 µm, placed insts=79, synthesis-to-layout area growth=194.7%, post-route minimum period=1128 ps, detailed placement HPWL=572.4 µm, Non-Filler Instances=91, IO Pins=16, Top-area cell share=33.11%, GRT Total Usage=3.233%, clkbuf count=0, initial antenna violation count=0, vias=258, CTS Hold Buffers Added=0, failing checks=negative setup slack, global route overflow=0, Post-synth area hogs=and4bb_2 (33%), nor4b_2 (32%), buf_4 (12%), setup repair after global routing missed its margin=true, Least-Margin Pin Slew=180.8 ps, CP max FO=4, syn_area_per_cell=11.81 µm², initial DRC count=3, Sequential Power Share=0%, fraction of layout instances using a drive strength above 1=95.56%, CP max stage delay=250 ps, largest net degree at the start of global routing=7
layout by cell type (no fill, tap or decap):
cell and instances:
nor4b_4 4, buf_8 4, buf_2 12, buf_6 14
buf_4 3, and4bb_2 5, nor4_4 1, and4b_1 2
repair_timing:
| item | in CTS | in global routing |
|---|---|---|
| setup endpoints to repair | 12 | 11 |
| buffers inserted | 9 | 1 |
| resized | 75 | 9 |
| pin swaps | 10 | 4 |
| cloned | 3 | 0 |
path summary, 6_finish.rpt:
check	depth (start not counted)	from	slack, ps	end
max	5	state[2]	-130	left_clockwise
min	4	state[3]	740	right_clockwise
cell families (layout without fill, tap and decap cells):
group                  after synthesis  after routing  share of synthesized area [%]
AND/OR/NAND/NOR                     12             12                          82.12
buffers and inverters                4             33                          17.88
power groups by stage:
| stage | Combinational [W] | Clock (W) | Sequential (W) |
|---|---|---|---|
| final | 0.000181 | 0 | 0 |
| after global routing | 0.000197 | 0 | 0 |
| after CTS | 0.000159 | 0 | 0 |
critical path: cells and delay by family:
kind	cells	cell delay [ps]
simple gates	1	250
buf+inv	4	480
routing by layer:
| layer | routed length, µm | up-vias | GRT usage (%) |
|---|---|---|---|
| li1 | - | 130 | - |
| met1 | 602 | 114 | 5.999 |
| met2 | 274 | 14 | 3.050 |
| met3 | 135 | 0 | 1.250 |
| met4 | 0 | 0 | 0 |
| met5 | 0 | - | 0 |
area by class of cell:
| class | count | area (µm²) | area share, % |
|---|---|---|---|
| multi-input cells | 12 | 198.9 | 35.73 |
| repair buffers | 33 | 300.3 | 53.93 |
| well taps | 46 | 57.56 | 10.34 |
metrics by stage:
step                hold slack, ps  utilization (%)  setup slack, ps  instance area, µm²
floorplan                    539.7                -            207.0               188.9
global placement              1479            12.01           -808.5               410.4
finish                       745.0            16.30           -127.9               556.8
global route                 767.2            16.30           -184.1               556.8
detailed placement            1480            12.01           -799.8               410.4
CTS                          743.8            14.73           -135.5               503.0
Power figures rest on the tool's default switching activity, not on a simulated workload.
